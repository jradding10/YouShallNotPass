File: ./config.mk
export PLATFORM = sky130hd
export DESIGN_NAME = comparison_checker
export DESIGN_NICKNAME = comparison_checker
export VERILOG_FILES = /design/flow/design.v
export SDC_FILE = /design/flow/constraint.sdc
export NUM_CORES = 4
export LEC_CHECK = 1
export CORE_AREA = 10 10 70 70
export DIE_AREA = 0 0 80 80
File: ./constraint.sdc
current_design comparison_checker

set clk_period 1.0
set clk_io_pct 0.2

create_clock -name clk0 -period $clk_period

set non_clock_inputs [all_inputs -no_clocks]
set_input_delay [expr $clk_period * $clk_io_pct] -clock clk0 $non_clock_inputs
set_output_delay [expr $clk_period * $clk_io_pct] -clock clk0 [all_outputs]
File: ./design.v
`timescale 1ns / 1ps
module comparison_checker(
     input logic [2:0] set_pass1,  
     input logic [2:0] set_pass2, 
     input logic [2:0] set_pass3,
     input logic [2:0] en_pass1, 
     input logic [2:0] en_pass2,
     input logic [2:0] en_pass3,
     output logic out  
    );
    always_comb
   begin
    if ((set_pass1 == en_pass1) && (set_pass2 == en_pass2) && (set_pass3 == en_pass3))  
    begin
     out = 1;  
    end
    else
    begin
    out = 0;  
    end
    end
endmodule
File: ./run.sh
#!/bin/bash
# OpenROAD 26Q1-2900-gdf79404cd8, Yosys 0.63+post, stock flow scripts
make -C /OpenROAD-flow-scripts/flow DESIGN_CONFIG=/design/flow/config.mk WORK_HOME=/design/flow/orfs finish
==> commit_impl_results.txt <==
Update PnR metrics after Yosys + OpenROAD run

- The run finished, with violations left.
* Violated checks: negative setup slack
* Category of the worst setup path capture point: primary output
- Count of instantiated cells in the yosys netlist: 12
- The finished layout holds 77 standard cells, fillers aside.
- Count of final hold-check violations: 0
- Per the OpenROAD floorplan log, the height of the die is 80 um.
- Vias after detailed routing: 159
* Signal arrival time at the worst endpoint: 0.88 ns
- Of the cells placed in the final design, the portion with a size suffix greater than 1 is 96.8%.
* Worst hold path startpoint: en_pass2[2]
- Area reported by Yosys stat: 103 um^2
- Total power draw: 149 uW
* Hold depth: 5
* Violation tally from detailed-route iteration zero: 0
- Global routing used 1.87% of the available tracks.
* Count of different cell masters after synthesis: 5
- Tightest Pin Transition: 0.172 ns
* Count of mapped cells out of synthesis: 12
- In the floorplan report the effective utilization is 3.00%.
- The placed instances occupy a cell area of 350 um^2.
- Combinational cell area excluding buffers and inverters: 198 um^2
- Final Core Density: 11.5%
* Area Overhead vs Synth: 284%
* Setup slack of the critical path after layout: -0.0806 ns
* FP Rows: 21
- Std-Cell Core Area: 3420 um^2
* Antenna diodes: 0
* First-pass GRT wire length: 924 um
- In this run the cell area of the synthesized design comes to 103 um^2.
- The global route stage reports its total congestion overflow as 0.
- Total Negative Setup Slacks: -0.0806 ns
- Vias/cell: 2.06
- The initial antenna violation count is 0.
* Routed wire per std cell: 8.34 um
* Total of max-cap violations: 0
- For hold timing, the worst endpoint is out.
- The final max-slew violation count recorded for this run is 0.
* Data required time at the worst endpoint: 0.80 ns
- In this run the worst path has a maximum fanout of 1.
- Category of the critical setup timing path: in2out
* Number of top-level design ports: 19
- For this run, the number of Yosys warnings is 1.
- Per the OpenROAD floorplan log, the area of the die is 6400 um^2.
- The worst setup path is launched from a primary input.
- Warnings raised by the tools during the run amount to 34.
* Post-route DRC: 0
- Sequential cell area in the final layout: 0 um^2
* Via count of the first global-routing pass: 179
- Setup repair after global routing missed its margin: yes
- Post-layout period usage of the worst path: 108%
- Die width: 80 um
* Total wire length: 642 um
* Max transition margin: 88.4%
- The script computed a power per unit cell area of 378 nW/um^2.
* HP Class: in2out
- First-pass detailed-route iteration total: 1
- Largest net degree at the start of global routing: 2
- The final layout report lists a filler cell count of 415.
- The final layout contains a sequential cell count of 0.
- Counting the clock-network buffers in the layout gives 0.
- Highest ir drop seen on vdd: 95.6 uV
- Port-buffer cells: 19
- Syn_area_per_cell: 8.55 um^2
- In the Yosys report, the sequential cells make up 0% of the chip area.
- With fillers left out, the area of the finished cells amounts to 394 um^2.
- Total setup violations reported at the end of the flow: 1
- Placer Congestion: 0.645
* Count of nets left with antenna violations after detail routing: 0
- The leakage power in the latest report is 0.163 nW.
* Max Freq: 0.925 GHz
- Final critical delay including setup and external delays: 1.08 ns
- The number of placed instances, taps included, is 77.
- CTS hold repair buffers: 0
## Yosys cell counts (all sizes together)
library cell / count / area (um^2)
nand3: 1 / 5.00
xor2: 2 / 17.5
xnor2: 7 / 61.3
nand4: 1 / 6.26
nor4: 1 / 12.5
## through the flow
| step | hold slack [ns] | setup WS [ns] |
|---|---|---|
| after floorplan | 0.537 | 0.225 |
| after global placement | 1.51 | -0.933 |
| after detailed placement | 1.51 | -0.911 |
| after CTS | 0.782 | -0.147 |
| after global routing | 0.779 | -0.134 |
| final | 0.760 | -0.0806 |
## critical path: stages
cell     delay [ns]
buf_4          0.13
xnor2_4        0.13
nand3_2        0.08
nor4_2         0.19
buf_2          0.15
## what timing repair did
item / 4_1_cts / 5_1_grt
endpoints found under the setup margin: 1 / 1
buffers inserted: 0 / 0
resized: 65 / 22
pin swaps: 12 / 6
## logic make-up (layout without fill, tap and decap cells)
family,Yosys count,after routing,share of synthesized area (%)
buf+inv,0,19,0
xor+xnor,9,9,76.8
simple gates,3,3,23.2
## cell usage in the layout (no fill, tap or decap)
| master | n |
|---|---|
| buf_2 | 9 |
| xnor2_2 | 5 |
| buf_6 | 5 |
| clkbuf_2 | 3 |
| xor2_2 | 2 |
| xnor2_4 | 2 |
| nand3_2 | 1 |
| nand4_1 | 1 |
| nor4_2 | 1 |
| buf_4 | 1 |
| buf_8 | 1 |
## where the power goes
part	leakage [nW]	total (mW)	switching [mW]	internal, mW
clock network	0	0	0	0
registers	0	0	0	0
logic	0.163	0.149	0.0526	0.0963
## worst max-delay path by stage
stage	cells past startpoint	slack [ns]	endpoint	from
6_report	5	-0.08	out	set_pass3[2]
5_1_grt	5	-0.13	out	en_pass3[1]
4_1_cts	5	-0.15	out	set_pass1[1]
## area by class of cell
cell class	count	share of cell area [%]
Multi-Input combinational cell	12	50.2
Timing Repair Buffer	19	35.2
Tap cell	46	14.6
## per-layer routing
layer / track usage (%) / part of all wire [%] / vias up
li1: - / - / 77
met1: 2.58 / 45 / 71
met2: 3.05 / 43 / 11
met3: 0.455 / 12 / 0
met4: 0 / 0 / 0
met5: 0 / 0 / -
No activity file was given, so power comes from the tool's default toggle rates.
